==> design/flow/config.mk <==
export PLATFORM = sky130hd
export DESIGN_NAME = lightchoose
export DESIGN_NICKNAME = lightchoose
export VERILOG_FILES = /design/flow/design.v
export SDC_FILE = /design/flow/constraint.sdc
export NUM_CORES = 4
export LEC_CHECK = 1
export CORE_AREA = 10 10 100 100
export DIE_AREA = 0 0 110 110
==> design/flow/constraint.sdc <==
current_design lightchoose

set clk_period 3.4
set clk_io_pct 0.2

create_clock -name clk0 -period $clk_period [get_ports {clk}]

set non_clock_inputs [all_inputs -no_clocks]
set_input_delay [expr $clk_period * $clk_io_pct] -clock clk0 $non_clock_inputs
set_output_delay [expr $clk_period * $clk_io_pct] -clock clk0 [all_outputs]
==> design/flow/design.v <==
module lightchoose(clk, num, en, selOut);
input clk,en;
input[3:0] num;
output[7:0] selOut;
reg[2:0] light=0;
reg[7:0] selOut;
always@(posedge clk)
begin
	if(en)
	begin
		if(num==4'b0000)
			light<=3'b000;
		case(num)
			4'b0000:
				case(light)
				3'b000:begin selOut<=8'b11111110; light<=0; end
				endcase
			4'b0001:
				case(light)
				3'b000:begin selOut<=8'b11111110; light<=light+1; end
				3'b001:begin selOut<=8'b11111101; light<=0; end
				endcase
			4'b0010:
				case(light)
				3'b000:begin selOut<=8'b11111110; light<=light+1; end
				3'b001:begin selOut<=8'b11111101; light<=light+1; end
				3'b010:begin selOut<=8'b11111011; light<=0; end
				endcase
			4'b0011:
				case(light)
				3'b000:begin selOut<=8'b11111110; light<=light+1; end
				3'b001:begin selOut<=8'b11111101; light<=light+1; end
				3'b010:begin selOut<=8'b11111011; light<=light+1; end
				3'b011:begin selOut<=8'b11110111; light<=0; end
				endcase
			4'b0100:
				case(light)
				3'b000:begin selOut<=8'b11111110; light<=light+1; end
				3'b001:begin selOut<=8'b11111101; light<=light+1; end
				3'b010:begin selOut<=8'b11111011; light<=light+1; end
				3'b011:begin selOut<=8'b11110111; light<=light+1; end
				3'b100:begin selOut<=8'b11101111; light<=0; end
				endcase
			4'b0101:
				case(light)
				3'b000:begin selOut<=8'b11111110; light<=light+1; end
				3'b001:begin selOut<=8'b11111101; light<=light+1; end
				3'b010:begin selOut<=8'b11111011; light<=light+1; end
				3'b011:begin selOut<=8'b11110111; light<=light+1; end
				3'b100:begin selOut<=8'b11101111; light<=light+1; end
				3'b101:begin selOut<=8'b11011111; light<=0; end
				endcase
			4'b0110:
				case(light)
				3'b000:begin selOut<=8'b11111110; light<=light+1; end
				3'b001:begin selOut<=8'b11111101; light<=light+1; end
				3'b010:begin selOut<=8'b11111011; light<=light+1; end
				3'b011:begin selOut<=8'b11110111; light<=light+1; end
				3'b100:begin selOut<=8'b11101111; light<=light+1; end
				3'b101:begin selOut<=8'b11011111; light<=light+1; end
				3'b110:begin selOut<=8'b10111111; light<=0; end
				endcase
			default:
				case(light)
				3'b000:begin selOut<=8'b11111110; light<=light+1; end
				3'b001:begin selOut<=8'b11111101; light<=light+1; end
				3'b010:begin selOut<=8'b11111011; light<=light+1; end
				3'b011:begin selOut<=8'b11110111; light<=light+1; end
				3'b100:begin selOut<=8'b11101111; light<=light+1; end
				3'b101:begin selOut<=8'b11011111; light<=light+1; end
				3'b110:begin selOut<=8'b10111111; light<=light+1; end
				3'b111:begin selOut<=8'b01111111; light<=light+1; end
				endcase
		endcase
	end
end
endmodule
==> design/flow/run.sh <==
#!/bin/bash
# OpenROAD 26Q1-2900-gdf79404cd8, Yosys 0.63+post, stock flow scripts
make -C /OpenROAD-flow-scripts/flow DESIGN_CONFIG=/design/flow/config.mk WORK_HOME=/design/flow/orfs finish
==> qor.rpt <==
=========================================================================================
Post-route cell area                                                         0.00175 sq mm
Number of synthesized register bits                                                    11
Post-synthesis instance total                                                         188
H-tree Lvls                                                                             1
Mean cell area of the mapped netlist                                           7.69 sq um
Hold WC Path Type                                                                 reg2reg
Post-synthesis instance area                                                 0.00145 sq mm
Layout cell share with drive strength beyond 1                                      13.5%
Number of setup buffers added after CTS                                                 0
Detail Route Antenna Nets                                                               0
Pins Over Slew Limit                                                                    0
Area grow syn2layout                                                                20.8%
Via count                                                                            1578
Largest cells by area                                                        sky130_fd_sc_hd__edfxtp_1 23%, sky130_fd_sc_hd__a21oi_1 6.2%, sky130_fd_sc_hd__o21ai_0 5.5%
Hold bufs inserted after CTS                                                            0
Clock sinks                                                                            11
Vias per Instance                                                                    5.23
Critical Path Fanout Max                                                                9
Total clock buffers created by CTS                                                      3
Number of failing setup endpoints in the final timing report                            0
First-pass GRT wire length                                                        7250 um
Highest clock rate                                                              0.382 GHz
Number of design rule violations left after detail routing                              0
Number of buffers on the longest clock path                                             2
Distinct lib cells used                                                                49
Total of cells resized after clock tree synthesis                                       0
Max-cap violation count                                                                 0
Root cell of the clock tree                                                  sky130_fd_sc_hd__clkbuf_8
IO Pins                                                                                14
Cell Pwr Density                                                              355 mW/mm^2
Total negative setup slack                                                           0 ps
Data arrival time of the critical path                                            2590 ps
Average routed wire per standard cell                                             14.6 um
Final estimated routing congestion in global placement                              0.964
Cell area after placement                                                    0.00170 sq mm
Critical path endpoint category                                                      flop
Number of placement rows                                                               32
Top cell type's share of synthesized area                                           22.8%
Total cells reported by yosys after synthesis                                         188
Unrepaired setup endpoints after global routing                                        no
CTS tree                                                                             done
Top cell types by occurrence after synthesis                                 18 x sky130_fd_sc_hd__a21oi_1, 16 x sky130_fd_sc_hd__o21ai_0, 15 x sky130_fd_sc_hd__nand2_1
Number of hold-slack violations in the final timing report                              0
Clk slew on worst S/H paths                                                         60 ps
Share of the core filled with cells in the final layout                             22.4%
Critical path class                                                                in2reg
Clock latency (worst-skew pair)                                                    240 ps
Most instantiated flip-flop cell in the synthesis netlist                    sky130_fd_sc_hd__edfxtp_1
Core area                                                                    0.00781 sq mm
Max rail drop VDD                                                                0.108 mV
Pin count of the biggest net entering global routing                                   24
Placed wire-length estimate after detailed placement                              3160 um
CP Data Required Time                                                             3380 ps
Yosys warning total                                                                     1
Final global-route overflow total                                                       0
YS chip area                                                                 0.00145 sq mm
Buffers on Ports                                                                       13
Transition time at the pin with the least slew margin                              555 ps
Library cell occupying the most area in the post-synthesis netlist           sky130_fd_sc_hd__edfxtp_1
Critical Path Start Type                                                        input pin
Count of warning messages emitted by the tools                                         29
Total routing usage reported by global routing                                      7.30%
Number of synthesized flops with an enable pin                                         11
Max Clock Skew                                                                    11.4 ps
DRC marker count from the first detailed-route iteration                              250
Detailed Route WL                                                                 4420 um
Die X                                                                              110 um
Outcome                                                                         completed
Die boundary height                                                                110 um
Die Size                                                                     0.0121 sq mm
Vias in the first global route                                                       1417
Proportion of register bits with asynchronous set or reset after synthesis             0%
Share of the cycle needed by the critical path after routing                        76.9%
Initial antenna violation count                                                         0
Synth top cell by count                                                      sky130_fd_sc_hd__a21oi_1
Pre-antenna DRT Iters                                                                   5
Time the worst path needs with I/O delays and setup                               2620 ps
Reported leakage power                                                        0.000589 uW
Number of inserted diodes                                                               0
Share of the yosys chip area belonging to registers                                 22.8%
Rel. slew slack                                                                     63.0%
Core utilization before placement                                                   18.5%
=========================================================================================
==> path summary, 6_finish.rpt <==
check                 from       end  slack [ps]  cells after the start
setup / recovery    num[3]  light[2]         780                      7
hold / removal    light[0]  light[0]         860                      2
setup reg to reg  light[1]  light[1]         820                      8
hold reg to reg   light[0]  light[0]         860                      2
==> cells in the final DEF (no fill, tap or decap), types with 2 or more instances in the layout <==
cell type	synthesis	routed
sky130_fd_sc_hd__a21oi_1	18	18
sky130_fd_sc_hd__o21ai_0	16	16
sky130_fd_sc_hd__nand2_1	15	15
sky130_fd_sc_hd__nor2_1	14	14
sky130_fd_sc_hd__clkdlybuf4s50_1	0	13
sky130_fd_sc_hd__edfxtp_1	11	11
sky130_fd_sc_hd__buf_4	0	11
sky130_fd_sc_hd__nand3_1	8	8
sky130_fd_sc_hd__nor3_1	8	8
sky130_fd_sc_hd__nor2b_1	7	7
sky130_fd_sc_hd__nand2b_1	7	7
sky130_fd_sc_hd__ha_1	6	6
sky130_fd_sc_hd__inv_1	5	5
sky130_fd_sc_hd__a31oi_1	4	4
sky130_fd_sc_hd__nand4_1	4	4
sky130_fd_sc_hd__or2_1	3	3
sky130_fd_sc_hd__a22oi_1	3	3
sky130_fd_sc_hd__nand3b_1	3	3
sky130_fd_sc_hd__a32oi_1	3	3
sky130_fd_sc_hd__clkbuf_8	0	3
sky130_fd_sc_hd__a31o_2	2	2
sky130_fd_sc_hd__nor4_1	2	2
sky130_fd_sc_hd__o32ai_1	2	2
sky130_fd_sc_hd__mux2_2	2	2
sky130_fd_sc_hd__o41ai_1	2	2
sky130_fd_sc_hd__mux2i_1	2	2
sky130_fd_sc_hd__a211oi_1	2	2
sky130_fd_sc_hd__o22ai_1	2	2
==> report_power, final <==
group	leakage [uW]	total [uW]	switching (uW)	internal [uW]
Clock	0.0000228	131	48.5	82.2
Sequential	0.0000966	180	9.43	170
Combinational	0.000469	310	182	128
Total	0.000589	620	240	380
==> state kept, by name, indices dropped and copies added (netlist names) <==
| signal | flops |
|---|---|
| light | 3 |
| selOut | 8 |
==> critical path, stage by stage <==
cell and delay (ps):
sky130_fd_sc_hd__clkdlybuf4s50_1 560, sky130_fd_sc_hd__or2_4 340, sky130_fd_sc_hd__or2_1 350, sky130_fd_sc_hd__nand2_4 120
sky130_fd_sc_hd__o22ai_4 70, sky130_fd_sc_hd__a2111oi_4 330, sky130_fd_sc_hd__a32oi_1 140
==> kinds of logic (layout without fill, tap and decap cells) <==
kind of cell / count (synthesis) / in the layout / share of synthesized area (%)
and+or+nand+nor: 78 / 78 / 28.7
buffers and inverters: 21 / 33 / 7.09
adders and majority gates: 6 / 6 / 5.19
AOI/OAI and AO/OA: 68 / 68 / 33.2
muxes: 4 / 4 / 2.94
DFF: 11 / 11 / 22.8
==> routing by layer <==
| layer | routed length [um] | track usage [%] |
|---|---|---|
| met5 | 0 | 0 |
| met4 | 112 | 1.86 |
| met3 | 588 | 2.00 |
| met2 | 1690 | 9.99 |
| met1 | 2030 | 11.0 |
==> final cells by class <==
| cell class | instances | area, sq um |
|---|---|---|
| inverter | 5 | 18.8 |
| timing repair buffer | 24 | 213 |
| sequential | 11 | 330 |
| clock buffer | 4 | 45.0 |
| multi-input combinational | 156 | 1010 |
| tap | 102 | 128 |
| fill | 852 | 6060 |
==> stage by stage <==
step                      setup slack [ps]  hold WS [ps]  power [uW]  cells
after floorplan                        987           703         393    188
after global placement                 606           857         486    298
after detailed placement               537           859         484    298
after CTS                              797           863         619    302
after global routing                   653           901         663    302
final                                  784           864         620    302
No activity file was given, so power comes from the tool's default toggle rates.
