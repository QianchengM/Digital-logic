### /design/flow/design.v
module DuanXuanSaoMiao(en,num,clk,in,mout);
input[31:0] in;
input en,clk;
input[3:0] num;
output[3:0] mout;
reg[3:0] mout=0;
reg[3:0] sel=0;
always@(posedge clk)
begin
	if(en)
	begin
		if(num==0)
			sel<=4'b0000;
			case(num)
			4'b0000:
				begin
					case(sel)
					4'b0000:begin mout<=in[31:28]; sel<=sel+0; end
					endcase
				end
			4'b0001:
				begin
					case(sel)
					4'b0000:begin mout<=in[31:28]; sel<=sel+1; end
					4'b0001:begin mout<=in[27:24]; sel<=0; end
					endcase
				end
			4'b0010:
				begin
					case(sel)
					4'b0000:begin mout<=in[31:28]; sel<=sel+1; end
					4'b0001:begin mout<=in[27:24]; sel<=sel+1; end
					4'b0010:begin mout<=in[23:20]; sel<=0; end
					endcase
				end
			4'b0011:
				begin
					case(sel)
					4'b0000:begin mout<=in[31:28]; sel<=sel+1; end
					4'b0001:begin mout<=in[27:24]; sel<=sel+1; end
					4'b0010:begin mout<=in[23:20]; sel<=sel+1; end
					4'b0011:begin mout<=in[19:16]; sel<=0; end
					endcase
				end
			4'b0100:
				begin
					case(sel)
					4'b0000:begin mout<=in[31:28]; sel<=sel+1; end
					4'b0001:begin mout<=in[27:24]; sel<=sel+1; end
					4'b0010:begin mout<=in[23:20]; sel<=sel+1; end
					4'b0011:begin mout<=in[19:16]; sel<=sel+1; end
					4'b0100:begin mout<=in[15:12]; sel<=0; end
					endcase
				end
			4'b0101:
				begin
					case(sel)
					4'b0000:begin mout<=in[31:28]; sel<=sel+1; end
					4'b0001:begin mout<=in[27:24]; sel<=sel+1; end
					4'b0010:begin mout<=in[23:20]; sel<=sel+1; end
					4'b0011:begin mout<=in[19:16]; sel<=sel+1; end
					4'b0100:begin mout<=in[15:12]; sel<=sel+1; end
					4'b0101:begin mout<=in[11:8]; sel<=0; end
					endcase
				end
			4'b0110:
				begin
					case(sel)
					4'b0000:begin mout<=in[31:28]; sel<=sel+1; end
					4'b0001:begin mout<=in[27:24]; sel<=sel+1; end
					4'b0010:begin mout<=in[23:20]; sel<=sel+1; end
					4'b0011:begin mout<=in[19:16]; sel<=sel+1; end
					4'b0100:begin mout<=in[15:12]; sel<=sel+1; end
					4'b0101:begin mout<=in[11:8]; sel<=sel+1; end
					4'b0110:begin mout<=in[7:4]; sel<=0; end
					endcase
				end
			default:
				begin
					case(sel)
					4'b0000:begin mout<=in[31:28]; sel<=sel+1; end
					4'b0001:begin mout<=in[27:24]; sel<=sel+1; end
					4'b0010:begin mout<=in[23:20]; sel<=sel+1; end
					4'b0011:begin mout<=in[19:16]; sel<=sel+1; end
					4'b0100:begin mout<=in[15:12]; sel<=sel+1; end
					4'b0101:begin mout<=in[11:8]; sel<=sel+1; end
					4'b0110:begin mout<=in[7:4]; sel<=sel+1; end
					4'b0111:begin mout<=in[3:0]; sel<=0; end
					endcase
				end
			endcase
	end
end
endmodule
### /design/flow/run.sh
#!/bin/bash
# OpenROAD 26Q1-2900-gdf79404cd8, Yosys 0.63+post, stock flow scripts
make -C /OpenROAD-flow-scripts/flow DESIGN_CONFIG=/design/flow/config.mk WORK_HOME=/design/flow/orfs finish
### /design/flow/config.mk
export PLATFORM = sky130hd
export DESIGN_NAME = DuanXuanSaoMiao
export DESIGN_NICKNAME = DuanXuanSaoMiao
export VERILOG_FILES = /design/flow/design.v
export SDC_FILE = /design/flow/constraint.sdc
export NUM_CORES = 4
export LEC_CHECK = 1
export CORE_UTILIZATION = 30
### /design/flow/constraint.sdc
current_design DuanXuanSaoMiao

set clk_period 3.9
set clk_io_pct 0.2

create_clock -name clk0 -period $clk_period [get_ports {clk}]

set non_clock_inputs [all_inputs -no_clocks]
set_input_delay [expr $clk_period * $clk_io_pct] -clock clk0 $non_clock_inputs
set_output_delay [expr $clk_period * $clk_io_pct] -clock clk0 [all_outputs]
==> impl_metrics.env <==
# physical design summary
export IMPL_status="complete, no violations"
export IMPL_cp_start_kind="flip-flop"
export IMPL_area_leaders="edfxtp_1 15%, a21oi_1 9.2%, nand2_1 6.4%"
export IMPL_rrSetupSlack_ps=900
export IMPL_crit_path_max_fanout=13
export IMPL_syn_inst=234
export IMPL_avgRoutedWirePerCell_um=17.8
export IMPL_drc=0
export IMPL_period_used=0.769
export IMPL_vdd_drop_max_mv=0.0991
export IMPL_slowest_stage="edfxtp_1"
export IMPL_worst_clock_skew_ps=5.85
export IMPL_clk_root_buffer_cell="clkbuf_8"
export IMPL_power_share_sequential=0.232
export IMPL_cts_tree="yes"
export IMPL_gp_congestion=0.985
export IMPL_gr_usage_all_layers=0.219
export IMPL_max_clock_path_buffers=2
export IMPL_tightest_slew_ps=749
export IMPL_via_count=2013
export IMPL_ff2ff_path_depth=7
export IMPL_ys_cells=234
export IMPL_clk_pin_slew_worst_paths_ps=40
export IMPL_fin_area_um2=2090
export IMPL_synth_avg_cell_area_um2=6.99
export IMPL_coreArea_um2=5170
export IMPL_synth_distinct_cells=55
export IMPL_cp_end_kind="flip-flop"
export IMPL_post_dp_cell_area_um2=2050
export IMPL_relSlewSlack=0.496
export IMPL_ys_async_sr_fraction=0
export IMPL_finalSetupViolCount=0
export IMPL_drt_iter0_drc=222
export IMPL_crit_type="reg2reg"
export IMPL_clk_latency_ps=230
export IMPL_powerDensity_nw_per_um2=269
export IMPL_n_fill_cell=524
export IMPL_slew_violations=0
export IMPL_numClockSinks=8
export IMPL_drive_above_1_share=0.0644
export IMPL_post_route_util=0.405
export IMPL_top_area_frac=0.147
export IMPL_fp_util=0.316
export IMPL_worst_ep_arrival_time_ps=2880
export IMPL_ys_ff=8
export IMPL_grt_pass1_wl_mm=9.18
export IMPL_p_sw_frac=0.429
export IMPL_io_pins=42
export IMPL_holdBufCountCts=0
export IMPL_grt_max_degree=23
export IMPL_synth_warnings=1
export IMPL_cts_inserted_buffers=3
export IMPL_yosysChipArea_um2=1640
export IMPL_antenna_found_initial=0
export IMPL_p_int_uw=322
export IMPL_p_sw_uw=242
export IMPL_die_area_um2=5750
export IMPL_comb_power_share=0.589
export IMPL_grt_overflow=0
export IMPL_ant_nets=0
export IMPL_drv_cap=0
export IMPL_total_leakage_power_nw=0.728
export IMPL_setup_ws_ps=903
export IMPL_critPathRequiredTime_ps=3780
export IMPL_path_cells="inv_2, ha_1, nor2b_1, or3_1, and4_1, a221o_1, nor2_1"
export IMPL_fp_dieW_um=75.9
export IMPL_area_growth_pct=27.9
export IMPL_edf_count=8
export IMPL_cpPeakStageDelay_ps=520
export IMPL_largest_area_cell="edfxtp_1"
export IMPL_r2r_end="mout[1]"
export IMPL_place_ws_ps=800
export IMPL_finalWirelength_mm=5.95
export IMPL_rsz0062_at_grt="false"
export IMPL_cts_setup_buffers=0
export IMPL_grt_pass1_vias=1793
export IMPL_die_h_um=75.9
export IMPL_htreeDepth=1
export IMPL_fin_tns_setup_ps=0
export IMPL_netlist_area_um2=1640
export IMPL_ys_seq_frac=0.147
export IMPL_tool_warnings=28
export IMPL_viasPerCell=6.03
export IMPL_holdPathStages=2
export IMPL_antenna_cells=0
export IMPL_fmax_ghz=0.334
export IMPL_dp_hpwl_mm=4.56
export IMPL_holdPathEnd="sel[3]"
export IMPL_r2r_start="sel[0]"
export IMPL_clock_power_share=0.178
export IMPL_period_minus_slack_ps=3000
export IMPL_hold_violations=0
export IMPL_hold_ws_ps=748
export IMPL_port_buffers=41
export IMPL_hold_path_class="reg2reg"
export IMPL_ff_type="edfxtp_1"
export IMPL_worstHoldStart="sel[1]"
export IMPL_post_cts_resized=0
export IMPL_firstDrtPassIters=4
export IMPL_rows=26
## layer usage
layer  up-vias  wire length (um)  GRT usage  share of wire
met5         -                 0          0              0
met4         0               108     0.0350          0.018
met3        12               667     0.0710           0.11
met2       123              2400      0.311           0.40
met1       912              2780      0.334           0.47
li1        966                 -          -              -
## final cells by class
| cell class | instances | area [um^2] | share of cell area |
|---|---|---|---|
| Timing Repair Buffer | 42 | 418 | 0.200 |
| Tap cell | 70 | 87.6 | 0.0418 |
| Multi-Input combinational cell | 206 | 1290 | 0.615 |
| Clock buffer | 3 | 41.3 | 0.0197 |
| Inverter | 5 | 18.8 | 0.00897 |
| Sequential cell | 8 | 240 | 0.115 |
## synthesized netlist by cell type, types with 4 or more instances
cell type	count
nor2b_1	4
a21oi_1	30
nand2b_1	7
or3_1	4
o21ai_0	7
ha_1	4
a221oi_1	11
o22ai_1	4
o21ai_1	4
clkbuf_1	4
inv_1	4
nor2_1	28
and2_1	7
buf_2	6
a31oi_1	6
nand2_1	28
edfxtp_1	8
a22oi_1	4
nand3_1	4
a221o_1	5
## flip-flops by register name (all words and copies together), names as in the netlist
| name | flops |
|---|---|
| sel | 4 |
| mout | 4 |
## cells by family (layout without fill, tap and decap cells)
logic type	count (synthesis)	after routing	synth area share
AND/OR/NAND/NOR	104	104	0.335
AND-OR/OR-AND	97	97	0.416
buffers and inverters	20	50	0.0665
flip-flops	8	8	0.147
adder cells (fa/ha/maj)	4	4	0.0306
XOR/XNOR	1	1	0.00535
## stage by stage
stage / total power [mW] / std cells
floorplan: 0.355 / 234
global placement: 0.463 / 331
detailed placement: 0.456 / 331
CTS: 0.560 / 334
global route: 0.608 / 334
finish: 0.564 / 334
## critical path: cells and delay by family (launching register included)
kind	cells	cell delay (ps)
AND/OR/NAND/NOR	4	1180
flip-flops	1	520
adder cells (fa/ha/maj)	1	490
AND-OR/OR-AND	1	300
buffers and inverters	1	160
## power groups by stage
stage / Combinational [mW] / Clock [mW] / Sequential (mW)
CTS: 0.326 / 0.104 / 0.130
global route: 0.365 / 0.110 / 0.133
finish: 0.332 / 0.101 / 0.131
## worst max path at each step
stage | startpoint | end | cells past startpoint
final | sel[0] | mout[1] | 7
after global routing | sel[0] | mout[3] | 8
after CTS | sel[0] | mout[1] | 7
## placed cells by master, fill, tap and decap left out, drive strengths merged, types with 4 or more instances in the layout
master and n:
a21oi 30, a221o 5, a221oi 11, a22oi 7
a31oi 6, and2 8, clkdlybuf4s50 41, edfxtp 8
ha 4, inv 5, nand2 28, nand2b 7
nand3 4, nor2 29, nor2b 4, o21ai 12
o22ai 4, or3 5
Power and IR drop assume default switching activity.
